`design.v`:
```
module comb_decimator #(
    parameter DECIMATION_FACTOR = 16  
)(
    input  logic clk,               
    input  logic reset,             
    input  logic valid_in,          
    input  logic signed [15:0] data_in,  
    output logic valid_out,         
    output logic signed [15:0] data_out  
);
    logic signed [31:0] integrator_reg;  
    logic signed [31:0] decimated_reg;   
    logic signed [31:0] comb_reg;        
    logic [3:0] sample_count;            
    logic valid_decimate;                
    always_ff @(posedge clk or posedge reset) begin
        if (reset) begin
            integrator_reg <= 32'd0;
        end else if (valid_in) begin
            integrator_reg <= integrator_reg + data_in;
        end
    end
    always_ff @(posedge clk or posedge reset) begin
        if (reset) begin
            sample_count <= 4'd0;
            decimated_reg <= 32'd0;
            valid_decimate <= 1'b0;
        end else if (valid_in) begin
            if (sample_count == DECIMATION_FACTOR - 1) begin
                decimated_reg <= integrator_reg;  
                valid_decimate <= 1'b1;          
                sample_count <= 4'd0;            
            end else begin
                sample_count <= sample_count + 4'd1;
                valid_decimate <= 1'b0;
            end
        end
    end
    always_ff @(posedge clk or posedge reset) begin
        if (reset) begin
            comb_reg <= 32'd0;
            data_out <= 16'd0;
            valid_out <= 1'b0;
        end else if (valid_decimate) begin
            data_out <= (decimated_reg - comb_reg) >>> 4;  
            comb_reg <= decimated_reg;  
            valid_out <= 1'b1;         
        end else begin
            valid_out <= 1'b0;
        end
    end
endmodule
module fir_decimator #(
    parameter COEFF_WIDTH = 16,
    parameter DATA_WIDTH = 16,
    parameter TAPS = 17,
    parameter DECIMATION_FACTOR = 4
)(
    input  logic clk,
    input  logic rst_n,
    input  logic valid_in,                      
    input  logic signed [DATA_WIDTH-1:0] data_in,  
    output logic valid_out,                     
    output logic signed [DATA_WIDTH-1:0] data_out  
);
    logic signed [COEFF_WIDTH-1:0] coeff [TAPS] = '{
         -16'sd119, 16'sd197, 16'sd692, 16'sd0,
         -16'sd2613, -16'sd2855, 16'sd5177, 16'sd18681,
         16'sd25580, 16'sd18681, 16'sd5177, -16'sd2855,
         -16'sd2613, 16'sd0, 16'sd692, 16'sd197, -16'sd119
    };
    logic signed [DATA_WIDTH-1:0] delay_line [TAPS-1:0];
    logic valid_pipeline [TAPS-1:0];
    logic signed [DATA_WIDTH+COEFF_WIDTH-1:0] mac_result;
    logic [1:0] decimation_counter;
    always_ff @(posedge clk or negedge rst_n) begin
        if (!rst_n) begin
            for (int i = 0; i < TAPS; i++) begin
                delay_line[i] <= '0;
                valid_pipeline[i] <= 1'b0;
            end
            decimation_counter <= 2'b00;
        end else begin
            if (valid_in) begin
                for (int i = TAPS-1; i > 0; i--) begin
                    delay_line[i] <= delay_line[i-1];
                    valid_pipeline[i] <= valid_pipeline[i-1];
                end
                delay_line[0] <= data_in;
                valid_pipeline[0] <= 1'b1;
                decimation_counter <= decimation_counter + 1;
                if (decimation_counter == DECIMATION_FACTOR - 1) begin
                    decimation_counter <= 2'b00;
                end else begin
                    valid_pipeline[0] <= 1'b0;  
                end
            end else begin
                valid_pipeline[0] <= 1'b0;
            end
        end
    end
    always_comb begin
        mac_result = '0;
        for (int i = 0; i < TAPS; i++) begin
            mac_result = mac_result + delay_line[i] * coeff[i];
        end
    end
    assign data_out = mac_result[DATA_WIDTH+COEFF_WIDTH-1:COEFF_WIDTH];
    assign valid_out = (decimation_counter == DECIMATION_FACTOR - 1);
endmodule
module sdm_adc_art (
    input  logic              clk,
    input  logic              rst_n,
    input  logic              valid_in,    
    input  logic      			din,  
    output logic              valid_out,   
    output logic signed   [15 : 0]   dout  
);
	logic signed [15:0] sdm_bound;
	logic signed [15:0] avg;
	logic						valid;
	 always_comb begin
        sdm_bound = (din) ? 16'sd32767 : -16'sd32767;  
    end
    comb_decimator inst1 (
        .clk(clk),
        .reset(!rst_n),
        .valid_in(valid_in),
        .data_in(sdm_bound),
		  .valid_out(valid),
        .data_out(avg)
    );
	 fir_decimator inst2 (
        .clk(clk),
        .rst_n(rst_n),
        .valid_in(valid),
        .data_in(avg),
		  .valid_out(valid_out),
        .data_out(dout)
    );
endmodule
module sdm_dac_1st #(
    parameter int dac_bw = 16
)(
    input  logic              clk,
    input  logic              rst_n,
    input  logic              valid_in,    
    input  logic [15 : 0]     din,
    output logic              valid_out,   
    output logic              dout
);
    localparam int bw_ext = 2;
    localparam int bw_tot = dac_bw + bw_ext;
    logic                    dout_r;
    logic                    dac_dout;
    logic signed [bw_tot-1:0] DAC_acc_1st;
    logic signed [bw_tot-1:0] dac_val;
    logic signed [bw_tot-1:0] in_ext;
    logic signed [bw_tot-1:0] delta_s0_c0;
    logic signed [bw_tot-1:0] delta_s0_c1;
    logic signed [bw_tot-1:0] max_val = (2 ** (dac_bw - 1)) - 1;
    logic signed [bw_tot-1:0] min_val = -(2 ** (dac_bw - 1));
    always_comb begin
        dac_val = (!dout_r) ? max_val : min_val;
    end
    always_comb begin
        in_ext = {{bw_ext{din[dac_bw - 1]}}, din};
    end
    always_comb begin
        delta_s0_c0 = in_ext + dac_val;
        delta_s0_c1 = DAC_acc_1st + delta_s0_c0;
    end
    always_ff @(posedge clk or negedge rst_n) begin
        if (!rst_n) begin
            DAC_acc_1st <= '0;
        end else if (valid_in) begin  
            DAC_acc_1st <= delta_s0_c1;
        end
    end
    always_ff @(posedge clk or negedge rst_n) begin
        if (!rst_n) begin
            dout_r     <= 1'b0;
            dac_dout   <= 1'b0;
            valid_out  <= 1'b0;
        end else if (valid_in) begin  
            dout_r     <= delta_s0_c1[bw_tot-1];
            dac_dout   <= ~dout_r;
            valid_out  <= 1'b1;  
        end else begin
            valid_out  <= 1'b0;  
        end
    end
    assign dout = dout_r;
endmodule
module top #(
    parameter int DAC_ORDER = 1,   
    parameter int ADC_TYPE  = 1    
) (
    input  logic              		clk,
    input  logic                  dummy_clk,
    input  logic              		rst_n,
    input  logic              		valid_in_dac,    
    input  logic signed [15 : 0]    audio_in,        
    input  logic              		valid_in_adc,    
    input  logic              		sdm_in,          
    output logic              		valid_out_dac,
    output logic              		sdm_out,
    output logic              		valid_out_adc,
    output logic signed [15 : 0]    audio_out
);
  logic valid_out_dac_int;
  logic sdm_out_int;
  logic valid_out_adc_int;
  logic signed [15 : 0] audio_out_int;
  generate
    if (DAC_ORDER == 1) begin : GEN_DAC_1ST
      sdm_dac_1st dac_1st_order (
          .clk       (clk),
          .rst_n     (rst_n),
          .valid_in  (valid_in_dac),
          .din       (audio_in),
          .valid_out (valid_out_dac_int),
          .dout      (sdm_out_int)
      );
    end
    else if (DAC_ORDER == 2) begin : GEN_DAC_2ND
      sdm_dac_2nd dac_2nd_order (
          .clk       (clk),
          .rst_n     (rst_n),
          .valid_in  (valid_in_dac),
          .din       (audio_in),
          .valid_out (valid_out_dac_int),
          .dout      (sdm_out_int)
      );
    end
  endgenerate
  assign valid_out_dac = valid_out_dac_int;
  assign sdm_out       = sdm_out_int;
  assign valid_out_adc = valid_out_adc_int;
  assign audio_out     = audio_out_int;
  generate
    if (ADC_TYPE == 0) begin : GEN_ADC_AVG
      sdm_adc_avg adc_avg (
          .clk       (clk),
          .rst_n     (rst_n),
          .valid_in  (valid_in_adc),
          .din       (sdm_in),
          .valid_out (valid_out_adc_int),
          .dout      (audio_out_int)
      );
    end
    else if (ADC_TYPE == 1) begin : GEN_ADC_ART
      sdm_adc_art adc_art (
          .clk       (clk),
          .rst_n     (rst_n),
          .valid_in  (valid_in_adc),
          .din       (sdm_in),
          .valid_out (valid_out_adc_int),
          .dout      (audio_out_int)
      );
    end
  endgenerate
endmodule
```
`run.sh`:
```
#!/bin/bash
# OpenROAD 26Q1-2900-gdf79404cd8, Yosys 0.63+post, stock flow scripts
make -C /OpenROAD-flow-scripts/flow DESIGN_CONFIG=/design/flow/config.mk WORK_HOME=/design/flow/orfs finish
```
`config.mk`:
```
export PLATFORM = sky130hd
export DESIGN_NAME = top
export DESIGN_NICKNAME = top
export VERILOG_FILES = /design/flow/design.v
export SDC_FILE = /design/flow/constraint.sdc
export NUM_CORES = 4
export LEC_CHECK = 1
export CORE_UTILIZATION = 30
export SYNTH_HDL_FRONTEND = slang
```
`constraint.sdc`:
```
current_design top

set clk_period 23.2
set clk_io_pct 0.2

create_clock -name clk0 -period $clk_period [get_ports {clk}]

set non_clock_inputs [all_inputs -no_clocks]
set_input_delay [expr $clk_period * $clk_io_pct] -clock clk0 $non_clock_inputs
set_output_delay [expr $clk_period * $clk_io_pct] -clock clk0 [all_outputs]
```
==> reports/qor.tcl <==
set qor(outcome) {complete, no violations}
set qor(syn-instance-count) 8411
set qor(clock_tree.root_cell) {sky130_fd_sc_hd__clkbuf_16}
set qor(max_cap_viol_count) 0
set qor(drive_gt1_frac) 0.0404
set qor(cpPeakStageDelay_ns) 0.64
set qor(finalHoldViolCount) 0
set qor(max-slew-margin-rel) 0.340
set qor(postPlaceCellArea_um2) 95800
set qor(dp_worst_setup_slack_ns) 6.79
set qor(detail_route.wirelength_mm) 228
set qor(yosysUniqueCellTypes) 59
set qor(clock_skew_ns) 0.0397
set qor(clock_latency_ns) 0.69
set qor(openroad.warnings) 181
set qor(tritoncts) {done}
set qor(netlist_top_cells_area) {sky130_fd_sc_hd__fa_1 45%, sky130_fd_sc_hd__ha_1 22%, sky130_fd_sc_hd__inv_1 13%}
set qor(drt_pre_antenna_iters) 5
set qor(die.size.y_um) 550
set qor(initial_core_util) 0.301
set qor(grt_overflow) 0
set qor(timing.final.max_slew_violations) 0
set qor(finalWorstPathRequiredPeriod_ns) 16.88
set qor(finalCoreUtilization) 0.326
set qor(ys_cells) 8411
set qor(final_cell_area_um2) 97700
set qor(initialDrtViolationCount) 1726
set qor(yosys.stat.chipArea_um2) 90200
set qor(detail_route.wl_per_cell_um) 18.3
set qor(yosysTopAreaCellShare) 0.452
set qor(cts.clk_slew.worst_paths_ns) 0.06
set qor(timing_worst_slew_pin_value_ns) 0.983
set qor(inserted_clock_buffers) 54
set qor(cts_buffer_depth) 3
set qor(critPathKind) {reg2out}
set qor(setup.worst_path.end_class) {output port}
set qor(fin_tns_setup_ns) 0
set qor(synth.ff_latch_count) 375
set qor(synth.avg_cell_area_um2) 10.7
set qor(drc) 0
set qor(yosys_most_used_dff) {sky130_fd_sc_hd__dfrtp_1}
set qor(hold_path.class) {reg2reg}
set qor(netlist_area_um2) 90200
set qor(dieArea_um2) 303000
set qor(hold_buffers) 0
set qor(yosysWarningCount) 0
set qor(antenna_found_initial) 4
set qor(startpoint_type) {flop}
set qor(postLayoutSetupSlackWorst_ns) 6.32
set qor(globalplace.congestion) 0.958
set qor(postSynthSeqShare) 0.104
set qor(antenna_violating_nets_post_route) 0
set qor(grt_first_pass_wirelength_mm) 360
set qor(cp_max_fo) 34
set qor(area.growth.synth_to_final_pct) 8.25
set qor(max_freq_mhz) 59.3
set qor(number_of_sinks_driven_by_the_clock_tree) 375
set qor(critPathArrivalTime_ns) 12.24
set qor(placeableCoreArea_um2) 300000
set qor(buffer_ports.inserted) 39
set qor(grt_usage) 0.169
set qor(cts_resized) 0
set qor(top_register) {GEN_ADC_ART.adc_art.inst2.delay_line}
set qor(vias_per_cell) 4.24
set qor(min_period_over_period) 0.727
set qor(die_width_um) 550
set qor(cpMaxStageDelayCell) {sky130_fd_sc_hd__fa_1}
set qor(dpl.hpwl_mm) 204
set qor(synth-edff-count) 0
set qor(worstPathRequired_ns) 18.56
set qor(h-tree-depth) 2
set qor(largest_register_ffs) 272
set qor(cell_row_count) 201
set qor(grt_max_degree) 100
set qor(setup-violations-final) 0
set qor(grt_setup_unrepaired) {false}
set qor(vias_in_the_first_global_route) 60200
set qor(ioPinCount) 41
set qor(cts_post_setup_buffers_inserted) 0
set qor(crit_path_frequent_cell) {sky130_fd_sc_hd__fa_1}
set qor(synthDominantAreaCellType) {sky130_fd_sc_hd__fa_1}
set qor(ys_async_sr_fraction) 1.00
set qor(dr_total_vias) 52900
-- per-layer routing --
| layer | GRT usage | up-vias | wire (um) |
|---|---|---|---|
| li1 | - | 24500 | - |
| met2 | 0.260 | 1293 | 105000 |
| met5 | 0.0225 | - | 1010 |
| met4 | 0.0280 | 12 | 5000 |
| met3 | 0.0906 | 235 | 28400 |
| met1 | 0.215 | 26900 | 88600 |
-- cell usage in the layout, fill, tap and decap left out, types with 23 or more instances in the layout --
master / instances
sky130_fd_sc_hd__a21oi_1: 51
sky130_fd_sc_hd__buf_4: 58
sky130_fd_sc_hd__clkbuf_16: 54
sky130_fd_sc_hd__clkdlybuf4s50_1: 38
sky130_fd_sc_hd__dfrtp_1: 370
sky130_fd_sc_hd__fa_1: 2039
sky130_fd_sc_hd__ha_1: 1600
sky130_fd_sc_hd__inv_1: 3090
sky130_fd_sc_hd__mux2_2: 152
sky130_fd_sc_hd__nand2_1: 260
sky130_fd_sc_hd__nand3_1: 23
sky130_fd_sc_hd__nor2_1: 44
sky130_fd_sc_hd__o21ai_0: 248
sky130_fd_sc_hd__xnor2_1: 189
sky130_fd_sc_hd__xor2_1: 61
-- cells in the mapped netlist (4+ instances only) --
cell	n
sky130_fd_sc_hd__nor2_1	44
sky130_fd_sc_hd__inv_1	3090
sky130_fd_sc_hd__o21ai_0	248
sky130_fd_sc_hd__and3_1	11
sky130_fd_sc_hd__nor2b_1	10
sky130_fd_sc_hd__mux2i_1	11
sky130_fd_sc_hd__o41ai_1	4
sky130_fd_sc_hd__a21o_1	22
sky130_fd_sc_hd__or2_2	21
sky130_fd_sc_hd__mux2_2	152
sky130_fd_sc_hd__clkbuf_1	62
sky130_fd_sc_hd__xor2_1	61
sky130_fd_sc_hd__fa_1	2039
sky130_fd_sc_hd__buf_2	4
sky130_fd_sc_hd__xnor2_1	189
sky130_fd_sc_hd__o21a_1	7
sky130_fd_sc_hd__nand2b_1	5
sky130_fd_sc_hd__a31oi_1	4
sky130_fd_sc_hd__a21oi_1	51
sky130_fd_sc_hd__or3_1	7
sky130_fd_sc_hd__ha_1	1600
sky130_fd_sc_hd__buf_1	12
sky130_fd_sc_hd__a211oi_1	9
sky130_fd_sc_hd__o31ai_1	7
sky130_fd_sc_hd__o21ai_1	8
sky130_fd_sc_hd__o21bai_1	8
sky130_fd_sc_hd__and2_1	7
sky130_fd_sc_hd__nand3_1	23
sky130_fd_sc_hd__nor3_1	13
sky130_fd_sc_hd__nand2_1	260
sky130_fd_sc_hd__dfrtp_1	375
-- cells by family (layout without fill, tap and decap cells) --
logic type | count (synthesis) | in the layout | synth area share
compound gates | 392 | 392 | 0.0249
xor+xnor | 250 | 250 | 0.0243
fa+ha+maj | 3640 | 3640 | 0.674
buf+inv | 3172 | 3293 | 0.132
flops | 375 | 375 | 0.104
mux | 163 | 163 | 0.0202
other cells | 0 | 2 | 0
simple gates | 419 | 419 | 0.0204
-- per-stage QoR --
stage	hold slack [ns]	std cells
6_report	0.475	12500
4_1_cts	0.481	12500
3_5_place_dp	0.464	12400
3_3_place_gp	0.461	12400
5_1_grt	0.496	12500
2_1_floorplan	0.352	8411
-- worst max-delay path: cells and delay by family, from the launching register on --
kind / cells / cell delay [ns]
AOI/OAI and AO/OA: 7 / 1.50
xor gates and xnor gates: 1 / 0.60
adders and majority gates: 14 / 7.07
buffers and inverters: 11 / 1.79
DFF: 1 / 0.34
and+or+nand+nor: 1 / 0.25
-- worst paths after layout --
path                       depth (start not counted)  slack (ns)                                            startpoint                                                    end
max                                               34        6.32  GEN_ADC_ART.adc_art.inst2.delay_line[79]$_DFFE_PN0P_                                           audio_out[6]
min                                                2        0.48     GEN_ADC_ART.adc_art.inst1.data_out[6]$_DFFE_PN0P_    GEN_ADC_ART.adc_art.inst2.delay_line[6]$_DFFE_PN0P_
max reg2reg                                       15       19.55            GEN_DAC_1ST.dac_1st_order.dout$_DFFE_PN0P_  GEN_DAC_1ST.dac_1st_order.DAC_acc_1st[15]$_DFFE_PN0P_
min reg2reg                                        2        0.48     GEN_ADC_ART.adc_art.inst1.data_out[6]$_DFFE_PN0P_    GEN_ADC_ART.adc_art.inst2.delay_line[6]$_DFFE_PN0P_
max in group asynchronous                          4       17.06                                                 rst_n   GEN_ADC_ART.adc_art.inst2.delay_line[39]$_DFFE_PN0P_
min in group asynchronous                          1        3.90                                                 rst_n   GEN_DAC_1ST.dac_1st_order.DAC_acc_1st[7]$_DFFE_PN0P_
-- layout make-up --
class | instances | area (um^2)
Fill cell | 30300 | 202000
Timing Repair Buffer | 99 | 871
Antenna cell | 2 | 5.00
Inverter | 3092 | 11600
Sequential cell | 375 | 9390
Multi-Input combinational cell | 4864 | 68900
Clock buffer | 72 | 1530
Tap cell | 3958 | 4950
Clock inverter | 30 | 387
